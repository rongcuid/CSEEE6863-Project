$ cat /design/flow/design.v
module BRAM_SSP(
		clk, we, en, addr, din, dout
		);
   parameter 
     DEPTH = 256,
     DEPTH_LOG = 8,
     WIDTH = 32;
   input clk, we, en;
   input [DEPTH_LOG-1:0] addr;
   input [WIDTH-1:0] 	 din;
   output [WIDTH-1:0] 	 dout;
   reg [WIDTH-1:0] 	 RAM [DEPTH-1:0];
   reg [WIDTH-1:0] 	 dout;
   always @ (posedge clk) begin
      if (en & we) begin
	    RAM[addr]   <= din;
	    dout <= din;
      end
      else
	dout <= RAM[addr];
   end
endmodule  
module mmu(
	   clk, resetb, dm_we,
	   im_addr, im_do, dm_addr, dm_di, dm_do,
	   dm_be, is_signed,
	   im_addr_out, im_data,
	   io_addr, io_en, io_we, io_data_read, io_data_write
	   );
   parameter 
     WORD_DEPTH = 256,
     WORD_DEPTH_LOG = 8;
   localparam
     DEV_IM = 1,
     DEV_DM = 2,
     DEV_IO = 3,
     DEV_UNKN = 4;
   input wire clk, resetb, dm_we;
   input wire [31:0] im_addr, dm_addr, dm_di;
   input wire [3:0]  dm_be;
   input wire 	     is_signed;
   output wire [11:2] im_addr_out;
   input wire [31:0]  im_data, io_data_read;
   output reg [31:0]  io_data_write, dm_do;
   reg [31:0] 	      dm_do_tmp;
   output reg [31:0]  im_do;
   output reg [7:0]   io_addr;
   output reg 	      io_en, io_we;
   reg [31:0] 	      dm_di_shift;
   reg [WORD_DEPTH_LOG-1:2] ram_addr;
   reg 			    ram_we;
   wire [31:0] 		    ram_do;
   reg [31:0] 		    ram_di;
   integer 		    chosen_device_tmp;
   reg [2:0] 		    chosen_device_p;
   reg [3:0] 		    dm_be_p;
   reg 			    is_signed_p;
   reg [31:0] 		    io_data_read_tmp, io_data_read_p, io_data_write_tmp;
   reg [7:0] 		    io_addr_tmp;
   reg 			    io_en_tmp, io_we_tmp;
   assign im_addr_out[11:2] = im_addr[11:2];
   BRAM_SSP  #(
	       .DEPTH(WORD_DEPTH>>2), .DEPTH_LOG(WORD_DEPTH_LOG-2), .WIDTH(8)
	       ) ram0 (
   		       .clk(clk), .we(ram_we), .en(dm_be[0]), 
   		       .addr(ram_addr[WORD_DEPTH_LOG-1:2]),
   		       .din(ram_di[0+:8]), .dout(ram_do[0+:8])
   		       );
   BRAM_SSP 
     #(
       .DEPTH(WORD_DEPTH>>2), .DEPTH_LOG(WORD_DEPTH_LOG-2), .WIDTH(8)
       )
   ram1 (
   	 .clk(clk), .we(ram_we), .en(dm_be[1]), 
   	 .addr(ram_addr[WORD_DEPTH_LOG-1:2]),
   	 .din(ram_di[8+:8]), .dout(ram_do[8+:8])
	 );
   BRAM_SSP
     #(
       .DEPTH(WORD_DEPTH>>2), .DEPTH_LOG(WORD_DEPTH_LOG-2), .WIDTH(8)
       )
   ram2 (
   	 .clk(clk), .we(ram_we), .en(dm_be[2]), 
   	 .addr(ram_addr[WORD_DEPTH_LOG-1:2]),
   	 .din(ram_di[16+:8]), .dout(ram_do[16+:8])
   	 );
   BRAM_SSP
     #(
       .DEPTH(WORD_DEPTH>>2), .DEPTH_LOG(WORD_DEPTH_LOG-2), .WIDTH(8)
       )
   ram3 (
   	 .clk(clk), .we(ram_we), .en(dm_be[3]), 
   	 .addr(ram_addr[WORD_DEPTH_LOG-1:2]),
   	 .din(ram_di[24+:8]), .dout(ram_do[24+:8])
   	 );
   always @ (posedge clk, negedge resetb) begin : MMU_PIPELINE
      if (!resetb) begin
	 chosen_device_p <= 2'bX;
	 is_signed_p <= 1'bX;
	 dm_be_p <= 4'b0;
	 im_do <= 32'b0000_0000_0000_00000_000_00000_0010011;
	 io_data_write <= 32'bX;
	 io_en <= 1'b0;
	 io_we <= 1'b0;
	 io_addr <= 8'bX;
      end
      else if (clk) begin
	 dm_be_p <= dm_be;
	 chosen_device_p <= chosen_device_tmp;
	 is_signed_p <= is_signed;
	 im_do <= im_data;
	 io_data_write <= io_data_write_tmp;
	 io_en <= io_en_tmp;
	 io_we <= io_we_tmp;
	 io_addr <= io_addr_tmp;
      end
   end
   reg [31:0] 		    ram_addr_temp, io_addr_temp;
   always @ (*) begin : DM_ADDR_MAP
      ram_addr_temp = dm_addr - 32'h10000000;
      io_addr_temp = dm_addr - 32'h80000000;
      io_en_tmp = 1'b0;
      io_we_tmp = 1'b0;
      io_data_write_tmp = 32'bX;
      ram_we = 1'b0;
      ram_addr = {WORD_DEPTH_LOG-1{1'bX}};
      ram_di = 32'bX;
      chosen_device_tmp = DEV_UNKN;
      if (dm_addr[31:12] == 20'b0) begin
   	 chosen_device_tmp = DEV_IM;
      end
      else if (dm_addr[31] == 1'b0 && dm_addr[30:28] != 3'b0) begin
   	 ram_addr = ram_addr_temp[2+:WORD_DEPTH_LOG];
   	 ram_di = dm_di_shift;
   	 ram_we = dm_we;
   	 chosen_device_tmp = DEV_DM;
      end
      else if (dm_addr[31:8] == 24'h800000) begin
   	 io_addr_tmp = io_addr_temp[7:0];
   	 io_en_tmp = 1'b1;
   	 io_we_tmp = dm_we;
   	 io_data_write_tmp = dm_di_shift;
   	 chosen_device_tmp = DEV_IO;
      end
   end  
   always @ (*) begin : DM_IN_SHIFT
      dm_di_shift = 32'bX;
      if (dm_be == 4'b1111) begin
   	 dm_di_shift = dm_di;
      end
      else if (dm_be == 4'b1100) begin
   	 dm_di_shift[16+:16] = dm_di[0+:16];
      end
      else if (dm_be == 4'b0011) begin
   	 dm_di_shift[0+:16] = dm_di[0+:16];
      end
      else if (dm_be == 4'b0001) begin
   	 dm_di_shift[0+:8] = dm_di[0+:8];
      end
      else if (dm_be == 4'b0010) begin
   	 dm_di_shift[8+:8] = dm_di[0+:8];
      end
      else if (dm_be == 4'b0100) begin
   	 dm_di_shift[16+:8] = dm_di[0+:8];
      end
      else if (dm_be == 4'b1000) begin
   	 dm_di_shift[24+:8] = dm_di[0+:8];
      end
   end  
   always @ (*) begin : DM_OUT_SHIFT
      case (chosen_device_p)
   	DEV_DM:
   	  dm_do_tmp = ram_do;
   	DEV_IO:
   	  dm_do_tmp = io_data_read;
   	default:
   	  dm_do_tmp = 32'bX;
      endcase  
      dm_do = 32'bX;
      if (dm_be_p == 4'b1111) begin
   	 dm_do = dm_do_tmp;
      end
      else if (dm_be_p == 4'b1100) begin
   	 if (is_signed_p)
   	   dm_do = {{16{dm_do_tmp[31]}}, dm_do_tmp[16+:16]};
   	 else
   	   dm_do = {16'b0, dm_do_tmp[16+:16]};
      end
      else if (dm_be_p == 4'b0011) begin
   	 if (is_signed_p)
   	   dm_do = {{16{dm_do_tmp[15]}}, dm_do_tmp[0+:16]};
   	 else
   	   dm_do = {16'b0, dm_do_tmp[0+:16]};
      end
      else if (dm_be_p == 4'b0001) begin
   	 if (is_signed_p)
   	   dm_do = {{24{dm_do_tmp[7]}}, dm_do_tmp[0+:8]};
   	 else
   	   dm_do = {24'b0, dm_do_tmp[0+:8]};
      end
      else if (dm_be_p == 4'b0010) begin
   	 if (is_signed_p)
   	   dm_do = {{24{dm_do_tmp[15]}}, dm_do_tmp[8+:8]};
   	 else
   	   dm_do = {24'b0, dm_do_tmp[8+:8]};
      end
      else if (dm_be_p == 4'b0100) begin
   	 if (is_signed_p)
   	   dm_do = {{24{dm_do_tmp[23]}}, dm_do_tmp[16+:8]};
   	 else
   	   dm_do = {24'b0, dm_do_tmp[16+:8]};
      end
      else if (dm_be_p == 4'b1000) begin
   	 if (is_signed_p)
   	   dm_do = {{24{dm_do_tmp[31]}}, dm_do_tmp[24+:8]};
   	 else
   	   dm_do = {24'b0, dm_do_tmp[24+:8]};
      end
   end
dmmap_im: assert property (@(posedge clk) dm_addr < 32'h1000 |=> chosen_device_p == DEV_IM);
dmmap_dm: assert property (@(posedge clk) dm_addr >= 32'h10000000 && dm_addr < 32'h80000000
	|=> chosen_device_p == DEV_DM);
dmmap_io: assert property (@(posedge clk) dm_addr >= 32'h80000000 && dm_addr < 32'h80000100
	|=> chosen_device_p == DEV_IO);
write_disable_doesnot_write: assert property (
	@(posedge clk)
	!dm_we |=> 
		$stable(ram0.RAM) and
		$stable(ram1.RAM) and
		$stable(ram2.RAM) and
		$stable(ram3.RAM) and
		!io_we
	);
be_no_spurious_enable_0: assert property(@(posedge clk)!dm_be[0]|->!ram0.en);
be_no_spurious_enable_1: assert property(@(posedge clk)!dm_be[1]|->!ram1.en);
be_no_spurious_enable_2: assert property(@(posedge clk)!dm_be[2]|->!ram2.en);
be_no_spurious_enable_3: assert property(@(posedge clk)!dm_be[3]|->!ram3.en);
be_no_spurious_write_0: assert property(@(posedge clk)!dm_be[0]|=>$stable(ram0.RAM));
be_no_spurious_write_1: assert property(@(posedge clk)!dm_be[1]|=>$stable(ram1.RAM));
be_no_spurious_write_2: assert property(@(posedge clk)!dm_be[2]|=>$stable(ram2.RAM));
be_no_spurious_write_3: assert property(@(posedge clk)!dm_be[3]|=>$stable(ram3.RAM));
io_no_spurious_read_01: assert property (@(posedge clk)chosen_device_tmp!=DEV_IO|=>!io_en);
endmodule  
$ cat /design/flow/run.sh
#!/bin/bash
# OpenROAD 26Q1-2900-gdf79404cd8, Yosys 0.63+post, stock flow scripts
make -C /OpenROAD-flow-scripts/flow DESIGN_CONFIG=/design/flow/config.mk WORK_HOME=/design/flow/orfs finish
$ cat /design/flow/config.mk
export PLATFORM = sky130hd
export DESIGN_NAME = mmu
export DESIGN_NICKNAME = mmu
export VERILOG_FILES = /design/flow/design.v
export SDC_FILE = /design/flow/constraint.sdc
export NUM_CORES = 4
export LEC_CHECK = 1
export CORE_UTILIZATION = 30
export SYNTH_HDL_FRONTEND = slang
$ cat /design/flow/constraint.sdc
current_design mmu

set clk_period 4.8
set clk_io_pct 0.2

create_clock -name clk0 -period $clk_period [get_ports {clk}]

set non_clock_inputs [all_inputs -no_clocks]
set_input_delay [expr $clk_period * $clk_io_pct] -clock clk0 $non_clock_inputs
set_output_delay [expr $clk_period * $clk_io_pct] -clock clk0 [all_outputs]
==> CHANGELOG.md <==
### Changed

* DR pass1 iterations at 6
* DRT iter0 DRCs at 3,135
* Clk Latency, worst-skew pair at 0.97 ns
* I/O Pins at 284
* Worst clock skew at 0 ns
* Starting Density at 0.3025
* Gr ovfl total at 0
* # Cells Yosys at 3,841
* Core ar. at 277,000 um2
* Highest clock rate at 180.5 MHz
* Vias in the first global route at 47,622
* Synth cell types at 55
* Placed Instance Area at 93,980 um2
* Worst-path clk slew at 0.06 ns
* OpenROAD warning count at 131
* Number of remaining DRC errors at 0
* Mean Syn Cell Area at 21.81 um2
* Cell Rows at 193
* Setup crit end kind: output pin
* Mapped cell area at 83,780 um2
* Main flop type: edfxtp_1
* Min setup slack post-route at -0.7395 ns
* WHS at 0.05507 ns
* Fin cells at 8,632
* Endpoints left unconstrained at 8
* Overall fraction of global-route tracks in use at 0.1886
* Cells after Synth at 3,841
* Hold Path Class: in -> async
* Fin area at 103,900 um2
* Post-DRT Antenna Nets at 0
* Family with the most delay on the worst path: AND-OR/OR-AND gates
* Largest net degree at the start of global routing at 68
* Pwr Total at 44,510 uW
* CP Max Fanout at 8
* Rel. slew slack at 0.3076
* Tmin final at 5.540 ns
* Number of enable flip-flop cells at 2,048
* Layout cell share with drive strength beyond 1 at 0.3665
* Post-cts hold buffer count at 0
* Startpoint types: flop
* PortBufs at 241
* DP Wirelength at 159,300 um
* DR WL/cell at 28.64 um
* Final wirelength at 247,200 um
* Die W at 530.5 um
* Layout Utilization at 0.3750
* Max VDD drop at 0.4951 mV
* Worst path max stage delay at 0.53 ns
* RSZ-0062 raised after global routing: yes
* Placed insts at 8,064
* Data arrival, critical path at 4.58 ns
* Register pins left without a clock at 8
* Final Max Slew Viols at 0
* Violated checks: setup timing
* Outcome: finished, violations left
* Worst-path cell with the longest stage delay: mux4_2
* Sum of buffers and inverters on the critical path at 6
* Leak at 0.03366 uW
* Cycle use final at 1.154
* Final setup viols at 32
* Seq cells post-synth at 2,142
* Max cap viols at 0
* Die area at 281,400 um2
* Area Growth Syn to Fin at 23.98%
* WS Path Type: reg -> out
* Tightest Pin Transition at 1.036 ns
* Vias at 43,103
* Yosys Chip Area at 83,780 um2
* Global-route wire length before repair at 342,700 um
* CTS tree: built
* Vias per inst at 4.993
* Final hold violations at 0
* Crit path cell chain: buf_12 > buf_16 > mux4_2 > mux2i_4 > o22ai_1 > a211o_2 > a221oi_4 > nor4b_4 > a21oi_4 > buf_12 > buf_6 > buf_6 > o211ai_1 > clkbuf_2
* Ys async rst share at 0.03735
* Crit path DRT at 3.84 ns
* PD cells at 428.5 nW/um2
* GPL Wtd Cong at 1.017
* YS warnings at 0
* Initial antenna violation count at 17
* Die span in y at 530.5 um
worst register-to-register path, cell delays in order (launching register included):
cell and delay [ns]:
dfrtp_1 0.42, inv_1 0.42, buf_4 0.37, o21ai_0 0.13
cell usage in the layout (no fill, tap or decap), types with 8 or more instances in the layout:
cell             instances
clkinv_2                44
nand2_1                122
nor3_1                  11
dfrtp_1                 77
clkbuf_16              262
buf_6                   24
a22oi_2                 13
diode_2                 26
mux2i_1                 73
clkinv_1                43
buf_2                    8
o211ai_1                11
a21oi_1                 14
a22oi_1                 22
clkbuf_1                56
buf_12                  37
buf_4                  518
bufinv_16               16
mux2_2                 104
clkbuf_2                21
clkdlybuf4s50_1        201
o21ai_1                  9
nor2_1                 303
and2_1                   8
mux4_2                 609
dlxtp_1                  8
nand3_1                 19
buf_16                  18
edfxtp_1              2048
a21oi_4                 10
state kept, by name (all words and copies together) (netlist names), named ones only:
register / flops
is_signed_p: 1
im_do: 32
io_addr: 8
chosen_device_p: 1
io_data_write: 32
io_we: 1
ram1.RAM: 512
io_addr_tmp: 8
ram0.RAM: 512
ram2.RAM: 512
ram3.RAM: 512
io_en: 1
dm_be_p: 4
repair_timing:
action                                  in CTS  in global routing
buffers inserted                            26                 75
endpoints found under the setup margin      32                 32
cloned                                       4                 15
pin swaps                                    5                 37
resized                                     71                182
path summary, 6_finish.rpt:
path | slack (ns) | depth (start not counted) | start | to
max in group asynchronous | 3.69 | 2 | resetb | io_data_write[22]
max | -0.74 | 14 | flop | dm_do[13]
min | 0.06 | 1 | resetb | io_data_write[1]
min in group clk0 | 0.49 | 1 | dm_di[7] | ram0.RAM[3][7]
min reg2reg | 0.50 | 1 | im_do[22] | im_do[22]
max reg2reg | 3.34 | 3 | chosen_device_p[4] | chosen_device_p[4]
through the flow:
step	setup TNS (ns)	setup slack, ns
finish	-16.62	-0.7395
global route	-20.34	-0.8336
CTS	-29.02	-0.9948
detailed placement	-4.153	-0.3573
global placement	-4.462	-0.3545
floorplan	0	0.3925
Yosys cell counts (3+ instances only):
library cell	number	area share
edfxtp_1	2048	0.73
mux4_2	609	0.16
nor2_1	306	0.014
nand2_1	133	0.0060
mux2_2	105	0.014
clkbuf_1	104	0.0047
mux2i_1	81	0.0097
dfrtp_1	77	0.023
buf_2	66	0.0039
a22oi_1	35	0.0031
buf_4	32	0.0029
a21oi_1	25	0.0015
nand3_1	25	0.0015
buf_1	17	0.00076
o21ai_0	16	0.00096
nor3_1	12	0.00072
o211ai_1	11	0.00099
and2_1	9	0.00067
o22ai_1	9	0.00067
buf_6	8	0.0011
dlxtp_1	8	0.0014
nor3b_1	8	0.00072
a211oi_1	7	0.00063
a221oi_1	7	0.00073
a31oi_1	7	0.00052
dfxtp_1	6	0.0014
nor2b_1	6	0.00045
o221ai_1	6	0.00063
and3_1	5	0.00037
inv_1	5	0.00022
nor4_1	5	0.00037
o22a_1	5	0.00052
nand4_1	4	0.00030
a311oi_1	3	0.00031
dfstp_2	3	0.00094
nor4b_1	3	0.00031
final cells by class:
cell class / instances / area, um2
Multi-Input combinational cell: 1465 / 19610
Tap cell: 3705 / 4636
Fill cell: 24645 / 173100
Clock inverter: 124 / 1186
Timing Repair Buffer: 857 / 8153
Sequential cell: 2142 / 63760
Clock buffer: 306 / 6432
Inverter: 7 / 33.78
Antenna cell: 26 / 65.06
kinds of logic after synthesis:
family,synth area share
muxes,0.1875
AOI/OAI and AO/OA,0.01234
and+or+nand+nor,0.02569
DFF,0.7594
latches,0.001434
buffers and inverters,0.01362
where the power goes:
group	leakage, uW	switching (uW)	internal, uW
sequential	0.0195	255	20900
clock	0.00405	7760	10800
combinational	0.0101	2480	2340
total	0.0337	10500	34000
metal layers:
layer  wire length, um  vias up  global-route usage  share of wire
met5               138        -            0.002906        0.00056
met4             18760        8              0.1188          0.076
met3             39010      521              0.1356           0.16
met2            116000     2848              0.2764           0.47
met1             73370    21863              0.1912           0.30
li1                  -    17863                   -              -
Power is estimated from default activity; no workload was simulated.
